`design/flow/design.v`:
```
module ALU(
    input[2:0] mode,
    input[7:0] reg1,
    input[7:0] reg2,
    output reg[7:0] out
);
    wire[7:0] addOut;
    FA fa0(reg1,reg2,addOut);
    wire[7:0] subOut;
    FS fs0(reg1,reg2,subOut);
    wire[7:0] andOut;
    AND and0(reg1,reg2,andOut);
    wire[7:0] orOut;
    OR or0(reg1,reg2,orOut);
    wire[7:0] notOut;
    NOT not0(reg1,notOut);
    wire[7:0] xorOut;
    XOR xor0(reg1,reg2,xorOut);
    always@(*)case(mode)
    0: out =addOut;
    1: out =subOut;
    2: out =andOut;
    3: out =orOut;
    4: out =notOut;
    5: out =xorOut;
    default: out =0;
    endcase
endmodule
`timescale 1ns / 1ps
module data_memory( 
		input reset,
		input clk,
		input [19:0] instruct,
		output [7:0] reg1,
		output [7:0] reg2,
		output [7:0] reg3,
		output [7:0] reg4
		); 
	reg  [7:0] register [3:0];
	assign reg1 = register[0];
	assign reg2 = register[1];
	assign reg3 = register[2];
	assign reg4 = register[3];
    reg [7:0] location;
    reg [2:0] aluMode;
    reg [7:0] aluR1, aluR2;
    wire [7:0] aluOut;
    ALU alu0(
        .mode(aluMode),
        .reg1(aluR1),
        .reg2(aluR2),
        .out(aluOut)
    );
    always@(*) begin 
    case(instruct[19:16])
        4'b0010: begin
            aluMode = 0;
            aluR1 = register[instruct[15:8]];
            aluR2 = register[instruct[7:0]];
        end
        4'b0011: begin
            aluMode = 0;
            aluR1 = register[instruct[15:8]];
            aluR2 = instruct[7:0];
        end
        4'b0100: begin
            aluMode = 1;
            aluR1 = register[instruct[15:8]];
            aluR2 = register[instruct[7:0]];
        end
        4'b0101: begin
            aluMode = 1;
            aluR1 = register[instruct[15:8]];
            aluR2 = instruct[7:0];
        end
        4'b1110: begin
            aluMode = 2;
            aluR1 = register[instruct[15:8]];
            aluR2 = register[instruct[7:0]];
        end
        4'b1100: begin
            aluMode = 3;
            aluR1 = register[instruct[15:8]];
            aluR2 = register[instruct[7:0]];
        end
        4'b1000: begin
            aluMode = 4;
            aluR1 = register[instruct[15:8]];
            aluR2 = register[instruct[7:0]];
        end
        4'b1010: begin
            aluMode = 5;
            aluR1 = register[instruct[15:8]];
            aluR2 = register[instruct[7:0]];
        end
        default: {aluMode,aluR1,aluR2} <= ~0;
        endcase
    end
    always@(posedge clk, posedge reset) begin
        if(reset) begin
            register[0] <= 0;
            register[1] <= 0;
            register[2] <= 0;
            register[3] <= 0;
        end else if(instruct[19:16])
            register[instruct[15:8]]<=aluOut;
        else
            register[instruct[15:8]] <= register[instruct[15:8]];
    end
endmodule
module FS(A,B,S);
	input [7:0] A, B;
	output [7:0] S;
	wire [7:0] t;
	wire Cout;
	FS_1bit FS0(.A(A[0]), .B(B[0]), .Cin(0), .S(S[0]), .Cout(t[0]));
	FS_1bit FS1(.A(A[1]), .B(B[1]), .Cin(t[0]), .S(S[1]), .Cout(t[1]));
	FS_1bit FS2(.A(A[2]), .B(B[2]), .Cin(t[1]), .S(S[2]), .Cout(t[2]));
	FS_1bit FS3(.A(A[3]), .B(B[3]), .Cin(t[2]), .S(S[3]), .Cout(t[3]));
	FS_1bit FS4(.A(A[4]), .B(B[4]), .Cin(t[3]), .S(S[4]), .Cout(t[4]));
	FS_1bit FS5(.A(A[5]), .B(B[5]), .Cin(t[4]), .S(S[5]), .Cout(t[5]));
	FS_1bit FS6(.A(A[6]), .B(B[6]), .Cin(t[5]), .S(S[6]), .Cout(t[6]));
	FS_1bit FS7(.A(A[7]), .B(B[7]), .Cin(t[6]), .S(S[7]), .Cout(t[7]));
	FS_1bit FS8(.A(A[7]), .B(B[7]), .Cin(t[6]), .S(S[7]), .Cout(Cout));
endmodule
module FS_1bit(A, B, Cin, S, Cout);
	input A, B, Cin;
	output S, Cout;
	assign S = Cin ^ A ^ B;
	assign Cout = ((~A) & B) | (Cin & B) | (Cin & (~A));
endmodule
module FA(A,B,S);
	input [7:0] A, B;
	output [7:0] S;
	wire [6:0] t;
	wire Cout;
	FA_1bit FA0(.A(A[0]), .B(B[0]), .Cin(0), .S(S[0]), .Cout(t[0]));
	FA_1bit FA1(.A(A[1]), .B(B[1]), .Cin(t[0]), .S(S[1]), .Cout(t[1]));
	FA_1bit FA2(.A(A[2]), .B(B[2]), .Cin(t[1]), .S(S[2]), .Cout(t[2]));
	FA_1bit FA3(.A(A[3]), .B(B[3]), .Cin(t[2]), .S(S[3]), .Cout(t[3]));
	FA_1bit FA4(.A(A[4]), .B(B[4]), .Cin(t[3]), .S(S[4]), .Cout(t[4]));
	FA_1bit FA5(.A(A[5]), .B(B[5]), .Cin(t[4]), .S(S[5]), .Cout(t[5]));
	FA_1bit FA6(.A(A[6]), .B(B[6]), .Cin(t[5]), .S(S[6]), .Cout(t[6]));
	FA_1bit FA7(.A(A[7]), .B(B[7]), .Cin(t[6]), .S(S[7]), .Cout(Cout));
endmodule
module FA_1bit(A, B, Cin, S, Cout);
	input A, B, Cin;
	output S, Cout;
	assign S = Cin ^ A ^ B;
	assign Cout = (A & B) | (Cin & B) | (Cin & A);
endmodule
module AND(A,B,t);
	input [7:0] A, B;
	output [7:0]t;
	assign t[0] = A[0] & B[0];
	assign t[1] = A[1] & B[1];
	assign t[2] = A[2] & B[2];
	assign t[3] = A[3] & B[3];
	assign t[4] = A[4] & B[4];
	assign t[5] = A[5] & B[5];
	assign t[6] = A[6] & B[6];
	assign t[7] = A[7] & B[7];
endmodule
module OR(A,B,t);
	input [7:0] A, B;
	output [7:0]t;
	assign t[0] = A[0] | B[0];
	assign t[1] = A[1] | B[1];
	assign t[2] = A[2] | B[2];
	assign t[3] = A[3] | B[3];
	assign t[4] = A[4] | B[4];
	assign t[5] = A[5] | B[5];
	assign t[6] = A[6] | B[6];
	assign t[7] = A[7] | B[7];
endmodule
module NOT(A,t);
	input [7:0] A;
	output [7:0]t;
	assign t[0] = ~A[0];
	assign t[1] = ~A[1];
	assign t[2] = ~A[2];
	assign t[3] = ~A[3];
	assign t[4] = ~A[4];
	assign t[5] = ~A[5];
	assign t[6] = ~A[6];
	assign t[7] = ~A[7];
endmodule
module XOR(A,B,t);
	input [7:0] A, B;
	output [7:0]t;
	assign t[0] = A[0] ^ B[0];
	assign t[1] = A[1] ^ B[1];
	assign t[2] = A[2] ^ B[2];
	assign t[3] = A[3] ^ B[3];
	assign t[4] = A[4] ^ B[4];
	assign t[5] = A[5] ^ B[5];
	assign t[6] = A[6] ^ B[6];
	assign t[7] = A[7] ^ B[7];
endmodule
`timescale 1ns / 1ps
module final_project( input clk, input reset, output signed [7:0] reg1, output signed [7:0] reg2, output signed [7:0] reg3, output signed [7:0] reg4);
	wire [19:0] instruction;
	pc_instruction pc_instruction( .clk(clk), .hold(1'b0), .reset(reset), .instruction(instruction) );
	data_memory data_memory( .reset(reset), .clk(clk), .instruct(instruction), .reg1(reg1), .reg2(reg2), .reg3(reg3), .reg4(reg4) );  
endmodule
`timescale 1ns / 1ps
module pc_instruction( input clk, input hold, input reset, output [19:0] instruction );
reg [4:0]  pc;
reg [19:0] data [31:0];
assign instruction = data [ pc ];
always @( posedge clk )begin
	if ( reset )begin
		pc <= 0;
		data[0]  <= 20'b00001111111101111110;  
		data[1]  <= 20'b00110000000010001111;  
		data[2]  <= 20'b00110000001000011011;  
		data[3]  <= 20'b00100000000000000010;  
		data[4]  <= 20'b00000000000000000000;  
		data[5]  <= 20'b00110000000111111010;  
		data[6]  <= 20'b00000000000000000000;  
		data[7]  <= 20'b00110000001100100111;  
		data[8]  <= 20'b01000000000000000001;  
		data[9]  <= 20'b11100000000000000011;  
		data[10] <= 20'b00000000000000000000;  
		data[11] <= 20'b11000000000000000010;  
		data[12] <= 20'b10000000001000000000;  
		data[13] <= 20'b10100000001000000011;  
		data[14] <= 20'b01010000001100001010;  
		data[15] <= 20'b00000000000000000000;  
		data[16] <= 20'b00000000000000000000;  
		data[17] <= 20'b11100000001100000000;  
		data[18] <= 20'b00000000000000000000;  
		data[19] <= 20'b00000000000000000000;  
		data[20] <= 20'b00000000000000000000;  
		data[21] <= 20'b00000000000000000000;  
		data[22] <= 20'b11100000000000000011;  
		data[23] <= 20'b00000000000000000000;  
		data[24] <= 20'b00000000000000000000;  
	end
	else if ( hold )begin
		pc <= pc;
	end
	else if ( pc != 5'd24 )begin
		pc <= pc + 1;
	end
	else begin
		pc <= pc;
	end
end
endmodule
```
`design/flow/run.sh`:
```
#!/bin/bash
# OpenROAD 26Q1-2900-gdf79404cd8, Yosys 0.63+post, stock flow scripts
make -C /OpenROAD-flow-scripts/flow DESIGN_CONFIG=/design/flow/config.mk WORK_HOME=/design/flow/orfs finish
```
`design/flow/config.mk`:
```
export PLATFORM = sky130hd
export DESIGN_NAME = final_project
export DESIGN_NICKNAME = final_project
export VERILOG_FILES = /design/flow/design.v
export SDC_FILE = /design/flow/constraint.sdc
export NUM_CORES = 4
export LEC_CHECK = 1
export CORE_UTILIZATION = 50
```
`design/flow/constraint.sdc`:
```
current_design final_project

set clk_period 6.3
set clk_io_pct 0.2

create_clock -name clk0 -period $clk_period [get_ports {clk}]

set non_clock_inputs [all_inputs -no_clocks]
set_input_delay [expr $clk_period * $clk_io_pct] -clock clk0 $non_clock_inputs
set_output_delay [expr $clk_period * $clk_io_pct] -clock clk0 [all_outputs]
```
==> results.cfg <==
; generated from flow reports
[status]
status = completed

[placed_design]
dp.cells = 571
post_dp_cell_area_um2 = 3930
port_buffers = 33
gp_congestion = 1.02
dp_hpwl_mm = 8.84

[min_path]
hp-class = reg -> reg
hp-start = data_memory.register[1][3]$_DFFE_PP0N_

[finish]
final_cell_mix = nor2_1 (57), nand2_1 (44), a21oi_1 (34)
area_delta_synth_final_pct = 14.8
final-seq-area_um2 = 901
layout.area.comb_um2 = 2430
fillers = 626
drive_above_1_share_pct = 7.66
design_area_um2 = 4040
lay_top_count = nor2_1
instances_no_fill = 579

[critical_path]
start_kind = flop
path_class = reg -> reg
worstPathRequired_ns = 6.46
path_cells = inv_1, ha_1, nor2b_1, a211oi_1, o32a_1, o21ai_0, buf_4, a222oi_1, a21oi_1, nand2b_1, ha_1, a311oi_1, a211oi_1, maj3_2, maj3_2, maj3_2, a221oi_2, mux2i_1, a21oi_1
reg2reg_slack_ns = 1.03
slowest_delay_ns = 0.42
end_kind = flop
cp_data_arrival_time_ns = 5.43
crit_family = AND-OR/OR-AND gates
r2r-start = pc_instruction.pc[0]$_SDFFE_PP0N_
worstSetupStartpoint = pc_instruction.pc[0]$_SDFFE_PP0N_
cp_common_cell = maj3_2
slowest_stage = dfxtp_1
cp_max_fo = 14
crit_buf_inv = 2

[logic_synthesis]
yosysWarningCount = 148
ys_ff = 37
syn_area_um2 = 3520
ys_cells = 454
synth_cell_type_count = 71
ys_seq_share_pct = 25.6
synth.avg_cell_area_um2 = 7.75
synthArstFlopShare_pct = 86.5
ys_area_um2 = 3520
edf_count = 0
flop_cell = dfrtp_1
syn_inst = 454

[cts]
worst_skew_pair.late_latency_ns = 0.29
cts.sinks = 37
cts_buffer_depth = 2
numCtsBuffers = 5
ctsHoldBuffers = 0
htreeDepth = 2
cts_tree = yes
cts-root-buf = clkbuf_8
cts.clk_slew.worst_paths_ns = 0.08
cts_setup_buffers = 0
cts_resized = 0

[sta]
skew_ns = 0.00588
rsz0062_at_grt = false
holdWs_ns = 0.546
setup_viol = 0
slew_headroom_pct = 38.0
max_freq_mhz = 190
period_minus_slack_ns = 5.27
maxSlewViolCount = 0
finalSetupTns_ns = 0
final_hold_viol_count = 0
period_used_pct = 83.6
worst_pin_slew_ns = 0.925

[floorplanning]
fp.dieArea_um2 = 7370
dieWidth_um = 85.9
ios = 34
initial_core_util_pct = 51.8
die_height_um = 85.9
core-area_um2 = 6790
rows = 30

[pwr]
ir_drop_mv = 0.193
cellPowerDensity_nw_per_um2 = 449
cellLeakagePower_nw = 1.58

[detailed_routing]
drt_pass1_iterations = 7
via_per_inst = 6.61
vias = 3830
drc = 0
drt-total-wl_mm = 12.2
antennaDiodeCount = 0
ant_nets = 0
drt-wirelength-per-cell_um = 21.0
first_iter_violations = 402

[global_routing]
grt_max_degree = 34
grt_pass1_vias = 3515
grt_overflow_total = 0
antenna_found_initial = 0
grtUsageTotal_pct = 35.7
grt_pass1_wl_mm = 19.5

[run]
warning_count = 32
maxCapViolations = 0
## worst reg2reg max path, stage by stage (launching register included)
cell,delay [ns]
dfxtp_1,0.42
inv_1,0.09
ha_1,0.35
nor2b_1,0.22
a211oi_1,0.32
o32a_1,0.29
o21ai_0,0.12
buf_4,0.21
a222oi_1,0.35
a21oi_1,0.15
nand2b_1,0.18
ha_1,0.25
a311oi_1,0.25
a211oi_1,0.12
maj3_2,0.34
maj3_2,0.36
maj3_2,0.36
a221oi_2,0.25
mux2i_1,0.39
a21oi_1,0.11
## cell usage after synthesis (all sizes together), types with 5 or more instances
| cell type | count | area share (%) |
|---|---|---|
| o22a | 7 | 1.7 |
| a221oi | 7 | 1.9 |
| a21oi | 34 | 4.8 |
| a22oi | 6 | 1.3 |
| nand2b | 13 | 2.5 |
| buf | 14 | 2.7 |
| nor2 | 58 | 6.3 |
| a31oi | 9 | 1.6 |
| nor3 | 16 | 2.3 |
| nand2 | 45 | 4.9 |
| dfxtp | 5 | 2.8 |
| a32oi | 5 | 1.2 |
| inv | 13 | 1.4 |
| a211oi | 5 | 1.1 |
| xnor2 | 11 | 2.7 |
| nand3 | 14 | 2.0 |
| maj3 | 9 | 2.7 |
| mux2i | 5 | 1.4 |
| and3 | 8 | 1.4 |
| a21o | 7 | 1.5 |
| o31ai | 6 | 1.3 |
| mux2 | 8 | 2.6 |
| ha | 8 | 2.8 |
| clkbuf | 10 | 1.1 |
| and2 | 6 | 1.1 |
| dfrtp | 32 | 23 |
| o21ai | 21 | 3.0 |
| o22ai | 9 | 1.6 |
## worst paths after layout
path / cells after the start / end
worst max-delay path: 19 / data_memory.register[2][7]$_DFFE_PP0N_
worst min-delay path: 2 / data_memory.register[1][3]$_DFFE_PP0N_
worst max register to register: 19 / data_memory.register[2][7]$_DFFE_PP0N_
worst min register to register: 2 / data_memory.register[1][3]$_DFFE_PP0N_
max in group asynchronous: 3 / data_memory.register[1][5]$_DFFE_PP0N_
min in group asynchronous: 3 / data_memory.register[0][1]$_DFFE_PP0N_
## through the flow
step | power (W) | utilization [%] | worst slack, ns
finish | 0.00181 | 59.4 | 1.03
global route | 0.00194 | 59.4 | 0.587
global placement | 0.00157 | 57.8 | 1.22
CTS | 0.00179 | 59.4 | 1.10
floorplan | 0.00113 | - | 1.51
detailed placement | 0.00156 | 57.8 | 1.17
## area by class of cell
cell class	instances	share of cell area [%]
multi-input combinational	380	60.3
sequential	37	22.3
timing repair buffer	45	10.4
tap	96	2.98
clock buffer	6	1.80
inverter	13	1.21
clock inverter	2	0.961
## registers in the layout (all words and copies together), names as in the netlist
signal	count
pc_instruction.pc	5
data_memory.register	32
## logic make-up after synthesis
kind of cell | Yosys count | share of synthesized area (%)
buf+inv | 37 | 5.16
xor+xnor | 15 | 3.74
flops | 37 | 25.6
compound gates | 162 | 32.8
mux | 13 | 3.98
fa+ha+maj | 17 | 5.51
simple gates | 173 | 23.2
## report_power, final
part,internal (W),switching (W),leakage (nW),total (W)
combinational,0.000535,0.000600,1.10,0.00113
clock,0.000119,0.0000940,0.0554,0.000213
sequential,0.000339,0.000127,0.430,0.000466
total,0.000993,0.000820,1.58,0.00181
## per-layer routing
layer / wire length (um) / global-route usage [%] / vias up
li1: - / - / 1789
met2: 4980 / 48.8 / 254
met3: 1500 / 9.38 / 21
met5: 0 / 0 / -
met4: 286 / 8.03 / 0
met1: 5390 / 57.7 / 1766
Power and IR drop assume default switching activity.
